--- flow/design.v ---
module ones(
  input [15:0] number,
  output reg [3:0] count);
  reg [15:0] temp;
  reg [4:0] i;
  reg [15:0] binary;
  always @(*) begin
    temp = number;
    binary = 0;
    for (i = 0; i < 16; i = i + 1) begin
      binary[i] = temp[0];
      temp = temp >> 1;
    end
    count = binary[15] + binary[14] + binary[13] + binary[12] +
    binary[11] + binary[10] + binary[9] + binary[8] +
    binary[7] + binary[6] + binary[5] + binary[4] +
    binary[3] + binary[2] + binary[1] + binary[0];
  end
endmodule 
--- flow/run.sh ---
#!/bin/bash
# OpenROAD 26Q1-2900-gdf79404cd8, Yosys 0.63+post, stock flow scripts
make -C /OpenROAD-flow-scripts/flow DESIGN_CONFIG=/design/flow/config.mk WORK_HOME=/design/flow/orfs finish
--- flow/config.mk ---
export PLATFORM = sky130hd
export DESIGN_NAME = ones
export DESIGN_NICKNAME = ones
export VERILOG_FILES = /design/flow/design.v
export SDC_FILE = /design/flow/constraint.sdc
export NUM_CORES = 4
export LEC_CHECK = 1
export CORE_AREA = 10 10 70 70
export DIE_AREA = 0 0 80 80
--- flow/constraint.sdc ---
current_design ones

set clk_period 4.9
set clk_io_pct 0.2

create_clock -name clk0 -period $clk_period

set non_clock_inputs [all_inputs -no_clocks]
set_input_delay [expr $clk_period * $clk_io_pct] -clock clk0 $non_clock_inputs
set_output_delay [expr $clk_period * $clk_io_pct] -clock clk0 [all_outputs]
==> run notes <==
Numbers from the implementation run.

The share of Yosys cell area claimed by the top area cell type is roughly 52%. OpenROAD reports that the post-layout worst path occupies 102% of the period. For met2 alone, demand over resource in global routing was 5.30%. For the worst min-delay path, the startpoint reported by OpenROAD is number[11]. The number of nets with antenna violations after detailed routing is 0. According to the floorplan report, the placeable core area is 0.00342 sq mm.

The maximum cell stage delay along the critical path is 0.54 ns. Of the cells placed in the final design, the portion with a size suffix greater than 1 is 35.4%. By area the synthesized netlist is led by fa_1 (52%), inv_1 (23%), ha_1 (16%).

The die outline height is 80 um. The standby leakage power is 0.351 nW. The slowest stage of the critical path belongs to the cell fa_1. The total global routing overflow is 0. Setup repair after global routing could not meet its margin everywhere. The number of placed instances with taps included is 110.

The launching instance or port of the critical path is number[13]. After filler insertion, the fill cell instance count of the layout stands at 392. The die outline width is 80 um.

The first detailed-routing pass ran for 2 iterations. The startpoint type of the worst setup path is an input pin. The cell area that synthesis handed to floorplanning was 383 sq um.

The flip-flop and latch area is 0 sq um. The worst hold path belongs to the class in2out. The number of design-rule violations left by the first detailed-router iteration is 1. The met1 layer usage reported by global route is 3.05%. Relative to the synthesized area, the layout overhead comes to 70.3%. After routing the design area is 652 sq um.

Per the power-grid run, VDD falls by no more than 93.0 uV. The routability congestion estimate from global placement is 0.745. The most frequent cell on the critical path is fa_1.

The I/O pin count is 20. The wire length of the first global-routing pass is 1.39 mm. The quantity of I/O buffers inserted on ports is 20. The final reports fail on negative setup slack. The via count of the first global-routing pass is 314. TritonRoute reported its final design rule violation total as 0. The clock tree buffer count of the final layout is 0. The area used by multi-input combinational logic is 319 sq um. The pin count of the biggest net entering global routing is 3.

The kind of critical path is in2out. The signal on the critical path passes through buf_6 > fa_1 > inv_2 > fa_1 > inv_1 > fa_1 > inv_1 > fa_1 > inv_2 > ha_4 > buf_6 > a21o_1 > a21oi_2 > xnor2_1 > buf_2. The met3 layer usage reported by global route is 0.227%. Averaged over all synthesized cells, the footprint is 9.12 sq um. The transition time at the pin with the least slew margin is 0.127 ns. After layout, the worst setup slack is -0.122 ns. According to the cell report, flip-flops and latches in the layout number 0. The category of the worst setup path capture point is an output pin.

Summing all placed instances gives a cell area of 656 sq um. The number of standard cells after synthesis is 42. In the floorplan report the effective utilization is ~11%.

The initial antenna violation count is 0. The cell area power density is between 300 and 400 mW/mm^2. The number of hold-slack violations in the final timing report is 0.

The report counts max-capacitance violations totalling 0. After synthesis, the design contains 42 cells according to Yosys. The critical path endpoint has a required time of 3.92 ns. Warnings raised by the tools during the run amount to 34. The via-per-instance ratio is about 2.7. Checking max transition, the worst relative margin is 91.5%.

The chip area line of the yosys report is 383 sq um. The peak clock frequency supported by timing is 199 MHz. The yosys synthesis warning count is 1. The detailed router reported a total wirelength of 858 um.

The post-synthesis cell type with the largest combined area is fa_1. The final number of max-transition violations is 0. According to the floorplan log, the row count is 21. The post-synthesis sequential area ratio is 0%. The total global-route track usage is 2.64%. In the final report, the number of endpoints failing setup comes to 3.

The per-cell routed wire length is 7.73 um. Yosys mapped the design onto 6 distinct sky130hd cell types. Leaving out filler cells and counting taps, the final layout contains about 110. For the worst setup path, the data arrival time is 4.04 ns. 0 antenna diodes ended up in the layout. The post-cts hold-fix buffer tally is 0. The routed layout has 301 vias.

The flow ran to the end, but the final reports show violations. Global routing put the most usage on met2. According to the floorplan report, the total die area is 0.00640 sq mm. For the finished layout, the period the worst path requires is 5.02 ns. The wire-length estimate of the detail-placed layout is 852 um. The top fanout value on the critical path is 2.
[cell usage after synthesis]
| library cell | count |
|---|---|
| inv_1 | 23 |
| fa_1 | 10 |
| ha_1 | 5 |
| xnor2_1 | 2 |
| a21o_1 | 1 |
| a21oi_2 | 1 |
[through the flow]
stage / total power [W] / util [%] / setup WS (ns) / setup TNS [ns] / hold slack [ns]
3_5_place_dp: 0.000253 / 19.2 / -0.958 / -3.14 / 3.03
2_1_floorplan: 0.000115 / - / 0.160 / 0 / 2.04
6_report: 0.000239 / 19.1 / -0.122 / -0.271 / 2.66
5_1_grt: 0.000281 / 19.1 / -0.282 / -0.686 / 2.71
4_1_cts: 0.000235 / 18.8 / -0.246 / -0.716 / 2.69
3_3_place_gp: 0.000255 / 19.2 / -0.952 / -3.16 / 3.03
[where the power goes]
group          switching (W)  leakage, nW  internal (W)
Sequential                 0            0             0
Clock                      0            0             0
Combinational      0.0000994        0.351      0.000140
Total              0.0000994        0.351      0.000140
[critical path: cells and delay by family]
kind | cells | cell delay (ns)
AND-OR/OR-AND | 2 | 0.31
XOR/XNOR | 1 | 0.13
buffers and inverters | 7 | 0.50
adder cells (fa/ha/maj) | 5 | 2.12
[cell families after synthesis]
group	count (synthesis)	share of synthesized area [%]
buffers and inverters	23	22.5
adders and majority gates	15	68.6
AOI/OAI and AO/OA	2	4.25
xor gates and xnor gates	2	4.58
[final cells by class]
type / count / share of cell area, %
inverter: 23 / 13.2
multi-input combinational: 19 / 48.9
tap: 46 / 8.83
timing repair buffer: 23 / 29.0
[placed cells by master (no fill, tap or decap), types with 2 or more instances in the layout]
master | netlist | final
clkdlybuf4s50_1 | 0 | 7
ha_1 | 5 | 4
fa_1 | 10 | 9
inv_2 | 0 | 5
clkbuf_2 | 0 | 4
inv_1 | 23 | 18
buf_4 | 0 | 2
buf_6 | 0 | 4
buf_2 | 0 | 4
[path summary, 6_finish.rpt]
check,slack (ns),cells past startpoint,end
worst min-delay path,2.66,6,count[3]
worst max-delay path,-0.12,15,count[3]
[what timing repair did]
item	in CTS	in global routing
gates resized	38	14
cloned	0	0
endpoints found under the hold margin	0	0
endpoints found under the setup margin	4	4
pin swaps	11	12
setup buffers	1	0
[layer usage]
metal / part of all wire (%) / wire [um] / vias to the layer above
li1: - / - / 156
met1: 36 / 305 / 140
met2: 61 / 520 / 5
met3: 3.6 / 31 / 0
met4: 0 / 0 / 0
met5: 0 / 0 / -
No activity file was given, so power comes from the tool's default toggle rates.
